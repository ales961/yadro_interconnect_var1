===== design/flow/run.sh =====
#!/bin/bash
# OpenROAD 26Q1-2900-gdf79404cd8, Yosys 0.63+post, stock flow scripts
make -C /OpenROAD-flow-scripts/flow DESIGN_CONFIG=/design/flow/config.mk WORK_HOME=/design/flow/orfs finish

===== design/flow/config.mk =====
export PLATFORM = sky130hd
export DESIGN_NAME = stream_upsize
export DESIGN_NICKNAME = stream_upsize
export VERILOG_FILES = /design/flow/design.v
export SDC_FILE = /design/flow/constraint.sdc
export NUM_CORES = 4
export LEC_CHECK = 1
export CORE_UTILIZATION = 30
export SYNTH_HDL_FRONTEND = slang

===== design/flow/constraint.sdc =====
current_design stream_upsize

set clk_period 6.1
set clk_io_pct 0.2

create_clock -name clk0 -period $clk_period [get_ports {clk}]

set non_clock_inputs [all_inputs -no_clocks]
set_input_delay [expr $clk_period * $clk_io_pct] -clock clk0 $non_clock_inputs
set_output_delay [expr $clk_period * $clk_io_pct] -clock clk0 [all_outputs]

===== design/flow/design.v =====
`timescale 1ns / 1ps
module stream_upsize #(
    parameter T_DATA_WIDTH = 4,
    T_DATA_RATIO = 2
)(
    input logic clk,
    input logic rst_n,
    input logic [T_DATA_WIDTH-1:0] s_data_i,
    input logic s_last_i,
    input logic s_valid_i,
    output logic s_ready_o,
    output logic [T_DATA_WIDTH-1:0] m_data_o [T_DATA_RATIO-1:0],
    output logic [T_DATA_RATIO-1:0] m_keep_o,
    output logic m_last_o,
    output logic m_valid_o,
    input logic m_ready_i
    );
    localparam LISTENING = 0;
    localparam T_PROCESS = 1;
    localparam T_END = 2;
    logic [1:0] state;
    localparam bufsize = T_DATA_RATIO + 4;
    logic [T_DATA_WIDTH-1:0] data_buf[bufsize-1:0];
    logic [bufsize-1:0] ctr;
    integer ptr = 0;
    integer i;
    always_ff @(posedge clk) begin
        if (!rst_n) begin
            s_ready_o <= 1;
            m_keep_o <= 0;
            m_last_o <= 0;
            m_valid_o <= 0;
            state <= LISTENING;
            ctr <= 0;
        end else begin
            case (state)
                LISTENING:
                    begin
                        m_valid_o <= 0;
                        m_keep_o <= 0;
                        m_last_o <= 0;
                        if (s_valid_i) begin
                            data_buf[ptr] <= s_data_i;
                            ptr++;
                            ctr <= ctr + 1;
                        end
                        if (s_last_i) begin
                            state <= T_END;
                            s_ready_o <= 0;
                        end    
                        else if (ptr == T_DATA_RATIO)
                            state <= T_PROCESS;
                    end
                T_PROCESS:
                    begin
                        if (s_valid_i) begin
                            data_buf[0] <= s_data_i;
                            ptr = 1;
                            ctr <= 1;
                        end else begin
                            ctr <= 0;
                            ptr = 0;
                        end
                        m_valid_o <= 1;
                        m_keep_o <= T_DATA_RATIO;
                        for (i = 0; i < T_DATA_RATIO; i++) begin
                            m_data_o[i] <= data_buf[i]; 
                        end 
                        if (s_last_i) begin
                            state <= T_END;
                            s_ready_o <= 0; 
                        end else 
                            state <= LISTENING;    
                    end                        
                T_END:
                    begin
                        m_valid_o <= 1;
                        m_keep_o <= ctr; 
                        s_ready_o <= 1;
                        m_last_o <= 1;
                        state <= LISTENING;
                        for (i = 0; i < ctr; i++) begin
                            m_data_o[i] <= data_buf[i];   
                        end 
                        ctr <= 0;
                        ptr = 0;
                    end
            endcase
        end
    end
endmodule

==> qor.csv <==
stage;metric;value;unit
drt;antennaDiodeCount;0;
logic_synthesis;yosysUniqueCellTypes;47;
worst_setup_path;cp_max_fo;14;
pwr;ir_drop;0.1295;mV
grt;grt_overflow_total;0;
worst_setup_path;cp.arrival;4.57;ns
cells_and_area;layout_top_cell;nor2_1;
drt;vias_per_cell;4.928;
cells_and_area;synthToLayoutAreaGrowth;15.69;%
grt;grt_pass1_wl;11120;um
drt;num_vias;2479;
worst_setup_path;cp-end-kind;flip-flop;
placed_design;finalWeightedCongestion;0.8228;
clocking;cts_hold_buf;0;
final_timing;setup_tns;0;ns
drt;wl_per_cell;13.25;um
floorplanning;fp.dieW;107.8;um
final_timing;maxSlewHeadroom;34.17;%
logic_synthesis;area_leaders;edfxtp_1, dfxtp_1, nor2_1, xor2_1, xnor2_1;
final_timing;tightest_slew;0.9784;ns
grt;grt_max_degree;33;
clocking;cts_inserted_buffers;9;
clocking;clkTransAtPathRegs;0.07;ns
final_timing;timing.final.crit_share;71.16;%
drt;drtIter0Drc;140;
clocking;cts_resized;0;
worst_setup_path;rrSetupSlack;2.94;ns
hold_path;holdCritStartpoint;data_buf[0][1]$_DFFE_PP_;
logic_synthesis;yosys.area.top_type;edfxtp_1;
floorplanning;die_y;107.8;um
clocking;cts_tree;done;
drt;drc;0;
final_timing;finalCriticalPeriod;4.341;ns
logic_synthesis;synth.avg_cell_area;9.873;um^2
logic_synthesis;synth_area;3357;um^2
final_timing;setup_viol;0;
clocking;cts_sinks;62;
drt;wl;6666;um
logic_synthesis;ys.flops;62;
logic_synthesis;yosys-stat-cells;340;
logic_synthesis;synth_cells;340;
clocking;clk_path_buf_depth;2;
clocking;post_cts_buffers;0;
final_timing;skew;0.004809;ns
placed_design;place_inst;487;
logic_synthesis;ys_chip_area;3357;um^2
worst_setup_path;path_cells;clkdlybuf4s50_1 -> nand4_2 -> or4_1 -> nor4_1 -> xor2_1 -> nor4_1 -> nand4_1 -> o31a_1;
final_timing;finalMaxSlewViolations;0;
logic_synthesis;top_area_share;42.94;%
cells_and_area;logic_area;1544;um^2
grt;antenna_found_initial;0;
placed_design;place.port_buffers;20;
floorplanning;die_area;11620;um^2
cells_and_area;layout-drive-gt1-share;8.264;%
worst_setup_path;cp_slowest_cell;clkdlybuf4s50_1;
grt;gr-usage-all-layers;12.40;%
logic_synthesis;ys_seq_share;51.29;%
worst_setup_path;r2r_start;ptr[0]$_DFFE_PP_;
clocking;insertion_delay;0.34;ns
flow_run;timing.max_cap.violations;0;
cells_and_area;fin_area;3884;um^2
cells_and_area;lay_top_cells;nor2_1, edfxtp_1, nand2_1;
floorplanning;io_pins;22;
drt;ant_nets;0;
worst_setup_path;path_common_cell;nor4_1;
floorplanning;std_cell_rows;38;
worst_setup_path;crit_path_start_kind;primary input;
floorplanning;core;10890;um^2
worst_setup_path;cpPeakStageDelay;0.78;ns
hold_path;worstHoldPathType;flip-flop to flip-flop;
final_timing;fmax;230.4;MHz
placed_design;hpwl;4400;um
final_timing;holdWs;0.4222;ns
final_timing;rsz0062_at_grt;no;
cells_and_area;nFillCells;1044;
worst_setup_path;critPathLaunch;s_valid_i;
logic_synthesis;async_flop_share;0;%
cells_and_area;regArea;1722;um^2
clocking;clockRootBuffer;clkbuf_8;
final_timing;hold_viol;0;
placed_design;placed_area;3686;um^2
pwr;power_density;249.0;nW/um^2
worst_setup_path;path_class;primary input to flip-flop;
cells_and_area;finalNonFillerCells;503;
pwr;power.leakage;1.263;nW
run_status;outcome;finished, final reports clean;
floorplanning;fp-utilization;30.83;%
logic_synthesis;yosysWarnings;0;
grt;grt_pass1_vias;2289;
drt;first_pass_iters;4;
logic_synthesis;edf_count;48;
worst_setup_path;cp.required;6.33;ns
flow_run;warnings;27;
logic_synthesis;flop_cell;edfxtp_1;
clocking;htree_levels;3;
-- logic make-up (layout without fill, tap and decap cells) --
logic type	after synthesis	after routing	synth area share, %
AOI/OAI and AO/OA	36	36	7.194
adders and majority gates	3	3	1.118
DFF	62	62	51.29
and+or+nand+nor	178	178	27.28
muxes	3	3	0.9318
buffers and inverters	22	45	2.795
xor gates and xnor gates	36	36	9.392
-- metal layers --
layer / vias up / part of all wire [%] / global-route usage [%]
li1: 1267 / - / -
met5: - / 0 / 0
met1: 1165 / 53 / 21.32
met2: 37 / 42 / 17.35
met4: 0 / 1.8 / 2.055
met3: 10 / 2.9 / 1.728
-- final timing paths --
path,to,cells after the start
max,state[0]$_DFF_P_,8
min,m_data_o[1]$_DFFE_PP_,0
max reg2reg,state[0]$_DFF_P_,8
min reg2reg,m_data_o[1]$_DFFE_PP_,0
-- metrics by stage --
stage	setup WS, ns	total power, W	utilization, %
final	1.759	0.0009672	35.67
after global routing	1.573	0.001012	35.67
after CTS	1.765	0.0009799	35.67
after detailed placement	1.380	0.0006134	33.85
after global placement	1.507	0.0006113	33.85
after floorplan	2.687	0.0005839	-
-- power by group --
part	total (W)	internal, W	switching, W
registers	0.000517	0.000484	0.0000330
clock network	0.000362	0.000189	0.000173
logic	0.0000880	0.0000414	0.0000467
-- flip-flops by register name, summed over array words and instances, names as in the netlist --
name       count
ctr            6
data_buf       8
m_data_o       8
m_keep_o       2
m_last_o       1
m_valid_o      1
ptr           32
s_ready_o      1
state          3
-- Yosys cell counts, types with 4 or more instances --
cell / n
and3_1: 11
clkbuf_1: 11
and2_1: 4
nor4_1: 10
nand3_1: 20
nor2_1: 55
nand2_1: 27
inv_1: 6
nand4_1: 7
a21oi_1: 7
o21ai_0: 9
or2_2: 4
xor2_1: 20
nor3_1: 13
dfxtp_1: 14
edfxtp_1: 48
a21boi_0: 4
xnor2_1: 16
nor2b_1: 4
-- area by class of cell --
type / instances / share of cell area (%)
Inverter: 6 / 0.5799
Sequential cell: 62 / 44.33
Tap cell: 140 / 4.510
Clock inverter: 7 / 1.901
Clock buffer: 9 / 3.189
Multi-Input combinational cell: 256 / 39.76
Timing Repair Buffer: 23 / 5.735
-- critical path, delay by kind of cell --
kind / cells / cell delay, ns
compound gates: 1 / 0.33
xor+xnor: 1 / 0.16
buf+inv: 1 / 0.78
simple gates: 5 / 2.07
Power figures rest on the tool's default switching activity, not on a simulated workload.
